[run.sh]
#!/bin/bash
# OpenROAD 26Q1-2900-gdf79404cd8, Yosys 0.63+post, stock flow scripts
make -C /OpenROAD-flow-scripts/flow DESIGN_CONFIG=/design/flow/config.mk WORK_HOME=/design/flow/orfs finish
[constraint.sdc]
current_design time_operation

set clk_period 2.4
set clk_io_pct 0.2

create_clock -name clk0 -period $clk_period [get_ports {clk}]

set non_clock_inputs [all_inputs -no_clocks]
set_input_delay [expr $clk_period * $clk_io_pct] -clock clk0 $non_clock_inputs
set_output_delay [expr $clk_period * $clk_io_pct] -clock clk0 [all_outputs]
[config.mk]
export PLATFORM = sky130hd
export DESIGN_NAME = time_operation
export DESIGN_NICKNAME = time_operation
export VERILOG_FILES = /design/flow/design.v
export SDC_FILE = /design/flow/constraint.sdc
export NUM_CORES = 4
export LEC_CHECK = 1
export CORE_AREA = 10 10 106 106
export DIE_AREA = 0 0 116 116
[design.v]
module time_hour_counter (
    input clk,     
    input rst_n,   
    input set_time_en,  
    input [4:0] set_time_hour,
    output [4:0] out_hour,
    output cout_day
);
    logic [4:0] rout_hour;
    logic rcout_day;
    always_ff @(posedge clk or negedge rst_n) begin : proc_rout_hour
        if(~rst_n) begin
            rout_hour <= 5'd0;
            rcout_day <= 1'd0;
        end else begin
            if(set_time_en) begin
                if(rout_hour  == 5'd23) begin
                    rcout_day <= 1'd1;
                    rout_hour <= 5'd0;
                end else begin
                    rcout_day <= 1'd0;
                    rout_hour <= set_time_hour;
                end
            end else begin
                if(rout_hour  == 5'd23) begin
                    rcout_day <= 1'd1;
                    rout_hour <= 5'd0;
                end else begin
                    rcout_day <= 1'd0;
                    rout_hour <= rout_hour + 1'd1;
                end
            end
        end
    end
    assign out_hour = rout_hour;
    assign cout_day = rcout_day;
endmodule
module time_minute_counter (
    input clk,     
    input rst_n,   
    input set_time_en,
    input [5:0] set_time_minute,
    output [5:0] out_minute,
    output cout_hour
);
    logic [5:0] rout_minute;
    logic rcout_hour;     
    always_ff @(posedge clk or negedge rst_n) begin : proc_rout_minute
        if(~rst_n) begin
            rout_minute <= 6'd0;
            rcout_hour  <= 1'd0;
        end else begin
            if (set_time_en) begin
                if(rout_minute  == 6'd59) begin
                    rcout_hour  <= 1'd1;
                    rout_minute <= 6'd0;   
                end else begin
                    rcout_hour  <= 1'd0;
                    rout_minute <= set_time_minute;
                end
            end else begin
                if(rout_minute  == 6'd59) begin
                    rcout_hour  <= 1'd1;
                    rout_minute <= 6'd0;   
                end else begin
                    rcout_hour  <= 1'd0;
                    rout_minute <= rout_minute + 1'd1;
                end
            end
        end
    end
    assign out_minute = rout_minute;
    assign cout_hour  = rcout_hour;
endmodule
module time_operation (
    input clk,     
    input rst_n,   
    input set_time_en,
    input [5:0] set_time_second,
    input [5:0] set_time_minute,
    input [4:0] set_time_hour,
    output [5:0] out_second,
    output [5:0] out_minute,
    output [4:0] out_hour,
    output cout_day
);
    logic rclk_minute;
    logic rclk_hour;
    logic rcout_minute;
    logic rcout_hour;
    time_second_counter u_time_second_counter(
        .clk(clk),
        .rst_n(rst_n),
        .set_time_en(set_time_en),
        .set_time_second(set_time_second),
        .out_second(out_second),
        .cout_minute(rclk_minute)
        );
    time_minute_counter u_time_minute_counter(
        .clk(rclk_minute),
        .rst_n(rst_n),
        .set_time_en(set_time_en),
        .set_time_minute(set_time_minute),
        .out_minute(out_minute),
        .cout_hour(rclk_hour)
        );
    time_hour_counter u_time_hour_counter(
        .clk(rclk_hour),
        .rst_n(rst_n),
        .set_time_en(set_time_en),
        .set_time_hour(set_time_hour),
        .out_hour(out_hour),
        .cout_day(cout_day)
        );
endmodule
module time_second_counter (
    input clk,     
    input rst_n,   
    input set_time_en,    
    input [5:0] set_time_second,
    output [5:0] out_second,
    output cout_minute
);
    logic [5:0] rout_second;
    logic rcout_minute;
    always_ff @(posedge clk or negedge rst_n) begin : proc_rout_second
       if(~rst_n) begin
            rout_second <= 6'd0;
            rcout_minute  <= 1'd0;
        end else begin
            if(set_time_en) begin
                if(rout_second   == 6'd59) begin
                    rcout_minute <= 1'd1;
                    rout_second  <= 6'd0;
                end else begin
                    rout_second  <= set_time_second;
                    rcout_minute <= 1'd0;
                end
            end else begin
                if(rout_second   == 6'd59) begin
                    rcout_minute <= 1'd1;
                    rout_second  <= 6'd0;
                end else begin
                    rout_second  <= rout_second + 1'd1;
                    rcout_minute <= 1'd0;
                end
            end 
        end
    end
    assign out_second  = rout_second;
    assign cout_minute = rcout_minute;
endmodule  
==> results.toml <==
# yosys + openroad results
[worst_setup_path]
timing.critical_path.to_type = "output pin"
crit_family = "buffers and inverters"
crit_cells = 1
crit_required_ns = 1.92
path_type_of_the_worst_setup_path = "reg2out"
critical_path.slowest_cell = "sky130_fd_sc_hd__clkdlybuf4s50_1"
crit_fanout = 5
timing.critical_path.cells = "clkdlybuf4s50_1"
cp.arrival_ns = 1.17
count_of_buffering_cells_on_the_critical_path_with_inverters_included = 1
setup.worst_path.start_class = "register"
cpPeakStageDelay_ns = 0.51
worst_r2r_path_depth = 4

[detailed_routing]
detail_route.vias_per_cell = 3.416
post_drt_wl_per_cell_um = 12.07
route.vias.total = 837
insertedDiodeCount = 0
drc_violation_total_after_the_first_tritonroute_iteration = 18
drc_errors = 0
firstDrtPassIters = 4
routed_wl_um = 2956
drt.antenna.violating_nets = 0

[sta]
timing.final.crit_period_ns = 1.646
unclocked_pins = 13
final-max-slew-violation-count = 0
worstMarginPinSlew_ns = 0.5117
finalSetupViolations = 0
final.setup_skew_ns = 0.002299
fin_worst_hold_slack_ns = 0.4237
fin_setup_tns_ns = 0
timing.slew.headroom_pct = 65.76
report.final.hold_viol_count = 0
timing.fmax_ghz = 0.6077
count_of_endpoints_without_a_timing_constraint = 25
grt_setup_unrepaired = "false"
min_period_over_period_pct = 68.56

[yosys]
number_of_flops_mapped_to_enable_cells_by_yosys = 0
ys_seq_elements = 20
yosysSeqAreaShare_pct = 52.29
synth.cell_area_um2 = 957.2
synth_top_area_share_pct = 52.29
syn-instance-count = 97
biggest_area_consumer_among_synthesized_cells = "sky130_fd_sc_hd__dfrtp_1"
yosys.stat.chipArea_um2 = 957.2
ys_async_sr_fraction_pct = 100.0
yosysUniqueCellTypes = 19
ys_cells = 97
ff_type = "sky130_fd_sc_hd__dfrtp_1"
yosysWarnings = 3
syn_area_per_cell_um2 = 9.868
post_synth_main_area_contributors = "sky130_fd_sc_hd__dfrtp_1 52%, sky130_fd_sc_hd__nand2_1 6.7%, sky130_fd_sc_hd__xnor2_1 6.4%"

[cts]
cts_max_path_buffers = 2
cts_tree = "done"
cts-hold-fix-buffers = 0
cts_resized = 0
worst_setup_hold_path_clk_slew_ns = 0.04
post-cts-setup-buffers = 0
cts_buffers = 3
clock_latency_on_the_worst_skew_pair_ns = 0.23
h_tree_levels = 1
cts-root-buf = "sky130_fd_sc_hd__clkbuf_8"

[cells_and_area]
post_route_cells_drive_above_1_share_pct = 8.029
post-route-util_pct = 17.04
seqCellArea_um2 = 500.5
final_common_cell = "sky130_fd_sc_hd__clkdlybuf4s50_1"
final-instance-count-excl-fill = 245
fillerInstances = 990
most-common-layout-cells = "37 x sky130_fd_sc_hd__clkdlybuf4s50_1, 20 x sky130_fd_sc_hd__dfrtp_1, 17 x sky130_fd_sc_hd__nand2_1"
final_design_area_no_fill_um2 = 1508
logic_area_um2 = 437.9
area_growth_pct = 57.52

[place]
post_dp_cell_area_um2 = 1463
post-place-cells = 241
routabilityCongestion = 0.7843
estimated_wirelength_of_the_detail_placed_design_um = 2432
port-buffer-count = 37

[flow_run]
warning_count = 25
drv_cap = 0

[hold_path]
hold_class = "in2async"

[global_routing]
gr-total-overflow = 0
groute.usage.overall_pct = 4.432
first_global_vias = 875
antenna_found_initial = 0
first_pass_grt_wire_length_um = 4705
largest_net_degree_at_the_start_of_global_routing = 20

[pwr]
vdd_ir_drop_max_v = 0.0001862
p_per_area_nw_per_um2 = 299.1
power_leakage_uw = 0.0005843

[floorplan]
chip_height_um = 116
die_width_um = 116
ios = 38
placeableCoreArea_um2 = 8848
fp-row-count = 34
fp_util_pct = 10.82
dieArea_um2 = 13460

[outcome]
run_status = "finished clean"
cells by family after synthesis:
logic type,synth area share (%)
mux,1.046
xor+xnor,9.151
simple gates,18.56
compound gates,13.07
flops,52.29
fa+ha+maj,3.922
buf+inv,1.960
power by group:
| group | switching, uW | internal, uW | leakage, uW | total (uW) |
|---|---|---|---|---|
| Clock | 50.7 | 115 | 0.0000228 | 166 |
| Combinational | 47.0 | 80.9 | 0.000320 | 128 |
| Sequential | 21.2 | 136 | 0.000242 | 158 |
| Total | 119 | 332 | 0.000584 | 451 |
final timing paths:
kind / from / slack (ns) / endpoint
worst max-delay path: u_time_second_counter.rout_second[2] / 0.75 / out_second[2]
worst min-delay path: rst_n / 0.42 / u_time_second_counter.rout_second[5]
worst max register to register: u_time_second_counter.rout_second[0] / 0.96 / u_time_second_counter.rout_second[1]
worst min register to register: u_time_second_counter.rout_second[5] / 0.65 / u_time_second_counter.rout_second[5]
max in group asynchronous: rst_n / 1.53 / u_time_second_counter.rout_second[0]
min in group clk0: u_time_second_counter.rout_second[5] / 0.65 / u_time_second_counter.rout_second[5]
registers in the layout (all words and copies together) (netlist names):
signal / flops
u_time_minute_counter.rout_minute: 6
u_time_second_counter.rout_second: 6
u_time_hour_counter.rout_hour: 5
u_time_hour_counter.rcout_day: 1
u_time_minute_counter.rcout_hour: 1
u_time_second_counter.rcout_minute: 1
routing by layer:
layer	global-route usage [%]	part of all wire (%)	wire length [um]
met1	5.990	46	1347
met2	7.129	48	1406
met3	1.256	6.3	185
met4	0.5004	0.58	17
met5	0	0	0
synthesized netlist by cell type (3+ instances only):
| cell | n |
|---|---|
| sky130_fd_sc_hd__nand2_1 | 17 |
| sky130_fd_sc_hd__ha_1 | 3 |
| sky130_fd_sc_hd__xnor2_1 | 7 |
| sky130_fd_sc_hd__a21oi_1 | 11 |
| sky130_fd_sc_hd__dfrtp_1 | 20 |
| sky130_fd_sc_hd__buf_2 | 3 |
| sky130_fd_sc_hd__xor2_1 | 3 |
| sky130_fd_sc_hd__nand3_1 | 4 |
| sky130_fd_sc_hd__nor2_1 | 13 |
per-stage QoR:
stage               setup slack, ns  power, uW
global route                 0.6747      482.2
detailed placement           0.7220      288.1
finish                       0.7545      451.0
global placement             0.7266      287.4
CTS                          0.7371      456.9
floorplan                     1.221      204.7
cell type report:
class	count	share of cell area (%)
clock buffer	4	2.988
tap	108	8.963
multi-input combinational	73	29.05
sequential	20	33.19
timing repair buffer	39	25.56
inverter	1	0.2490
No activity file was given, so power comes from the tool's default toggle rates.
